File: flow/config.mk
export PLATFORM = sky130hd
export DESIGN_NAME = traffic_system
export DESIGN_NICKNAME = traffic_system
export VERILOG_FILES = /design/flow/design.v
export SDC_FILE = /design/flow/constraint.sdc
export NUM_CORES = 4
export LEC_CHECK = 1
export CORE_UTILIZATION = 30
File: flow/design.v
module traffic_light(
        input wire [1 : 0] in_sensors,
        input wire [2 : 0] control,
        output wire [2 : 0] out_lights,
        output wire [1 : 0] out_sensors
    );
    sensor s1s5 (in_sensors, out_sensors);
    light  red      (control[0], out_lights[0]);
    light  yellow   (control[1], out_lights[1]);
    light  green    (control[2], out_lights[2]);
endmodule
module light (
        input wire io,
        output wire signal
    );
    assign signal = io;
endmodule
module sensor(
        input wire [1 : 0] sensors,
        output wire [1 : 0] signals
    );
    assign signals = sensors;
endmodule
module traffic_light_controller(
    input  clk,
    input  rst_n,
    input [3:0] ss, fs,
    output reg [3:0] green, red, yellow
);
reg bouns;
reg [5:0] green_count;
reg [1:0] yellow_count;
localparam T1G = 4'b1000;
localparam T1Y = 4'b1001;
localparam T2G = 4'b0100;
localparam T2Y = 4'b0101;
localparam T3G = 4'b0010;
localparam T3Y = 4'b0011;
localparam T4G = 4'b0001;
localparam T4Y = 4'b0000;
reg [3:0] next_state, current_state;
always @(*) begin
    case (current_state)
        T1G: begin
            if ((bouns && green_count==40) || (~bouns & green_count==30))
                next_state <= T1Y;
            else
                next_state <= T1G;
        end
        T1Y: begin
            if (yellow_count == 3) begin
                if (ss[1])
                    next_state <= T2G;
                else if (ss[2])
                    next_state <= T3G;
                else if (ss[3])
                    next_state <= T4G;
                else
                    next_state <= T1G;
            end
            else
                next_state <= T1Y;
        end
        T2G: begin
            if ((bouns && green_count==40) || (~bouns & green_count==30))
                next_state <= T2Y;
            else
                next_state <= T2G;
        end
        T2Y: begin
            if (yellow_count == 3) begin
                if (ss[2])
                    next_state <= T3G;
                else if (ss[3])
                    next_state <= T4G;
                else if (ss[0])
                    next_state <= T1G;
                else
                    next_state <= T2G;
            end
            else 
                next_state <= T2Y;
        end
        T3G: begin
            if ((bouns && green_count==40) || (~bouns & green_count==30))
                next_state <= T3Y;
            else
                next_state <= T3G;
        end
        T3Y: begin
            if (yellow_count == 3) begin
                if (ss[3])
                    next_state <= T4G;
                else if (ss[0])
                    next_state <= T1G;
                else if (ss[1])
                    next_state <= T2G;
                else
                    next_state <= T3G;
            end
            else
                next_state <= T3Y;
        end
        T4G: begin
            if ((bouns && green_count==40) || (~bouns & green_count==30))
                next_state <= T4Y;
            else
                next_state <= T4G;
        end
        T4Y: begin
            if (yellow_count == 3) begin
                if (ss[0])
                    next_state <= T1G;
                else if (ss[1])
                    next_state <= T2G;
                else if (ss[2])
                    next_state <= T3G;
                else
                    next_state <= T4G;
            end
            else
                next_state <= T4Y;
        end
        default: begin
            next_state <= T1G;
        end
    endcase
end
always @(posedge clk or negedge rst_n) begin
    if (~rst_n) begin
        current_state <= T1G;
    end     else begin
        current_state <= next_state;
    end
end
always @(posedge clk or negedge rst_n) begin
    if (~rst_n) begin
        green_count <= 0;
        yellow_count <= 0;
        bouns <= 0;
        green   = 4'b0001;
        red = 4'b1110;
        yellow  = 4'b0;
    end else begin
        case (current_state)
            T1G: begin
                yellow_count <= 0;
                green_count <= green_count + 1;
                red = 4'b1110; 
                green = 4'b0001;
                yellow = 4'b0000;
            end 
            T1Y: begin
                green_count <= 0;
                yellow_count <= yellow_count + 1;
                if (ss[1])
                    if (fs[1])
                        bouns <= 1;
                else if (ss[2])
                    if (fs[2])
                        bouns <= 1;
                else if (ss[3])
                    if (fs[3])
                        bouns <= 1;
                red = 4'b1110; 
                green = 4'b0000;
                yellow = 4'b0001;
            end 
            T2G: begin
                yellow_count <= 0;
                green_count <= green_count + 1;
                red = 4'b1101; 
                green = 4'b0010;
                yellow = 4'b0000;
            end 
            T2Y: begin
                green_count <= 0;
                yellow_count <= yellow_count + 1;
                if (ss[2])
                    if (fs[2])
                        bouns <= 1;
                else if (ss[3])
                    if (fs[3])
                        bouns <= 1;
                else if (ss[0])
                    if (fs[0])
                        bouns <= 1;
                red = 4'b1101; 
                green = 4'b0000;
                yellow = 4'b0010;
            end 
            T3G: begin
                yellow_count <= 0;
                green_count <= green_count + 1;
                red = 4'b1011; 
                green = 4'b0100;
                yellow = 4'b0000;
            end 
            T3Y: begin
                green_count <= 0;
                yellow_count <= yellow_count + 1;
                red = 4'b1011; 
                green = 4'b0000;
                yellow = 4'b0100;
                if (ss[3])
                    if (fs[3])
                        bouns <= 1;
                else if (ss[0])
                    if (fs[0])
                        bouns <= 1;
                else if (ss[1])
                    if (fs[1])
                        bouns <= 1;
            end 
            T4G: begin
                yellow_count <= 0;
                green_count <= green_count + 1;
                red = 4'b0111; 
                green = 4'b1000;
                yellow = 4'b0000;
            end 
            T4Y: begin
                green_count <= 0;
                yellow_count <= yellow_count + 1;
                red = 4'b0111; 
                green = 4'b0000;
                yellow = 4'b1000;
                if (ss[0])
                    if (fs[0])
                        bouns <= 1;
                else if (ss[1])
                    if (fs[1])
                        bouns <= 1;
                else if (ss[2])
                    if (fs[2])
                        bouns <= 1;
            end 
            default: begin
                green_count <= 0;
                yellow_count <= 0;
                bouns <= 0;
                green   = 4'b0000;
                red = 4'b1111;
                yellow  = 4'b0;
            end
        endcase
    end
end
endmodule
module traffic_system(
            input wire clk,
            input wire rst_n,
            input wire [3 : 0] input_ss,
            input wire [3 : 0] input_fs,
            output wire [3 : 0] output_red,
            output wire [3 : 0] output_green,
            output wire [3 : 0] output_yellow
        );
    wire [3 : 0] internal_ss;
    wire [3 : 0] internal_fs;
    wire [3 : 0] internal_red;
    wire [3 : 0] internal_green;
    wire [3 : 0] internal_yellow;
    traffic_light_controller lightControllerInst(
        .clk(clk),
        .rst_n(rst_n),
        .ss(internal_ss),
        .fs(internal_fs),
        .green(internal_green),
        .red(internal_red),
        .yellow(internal_yellow)
    );
    traffic_light T1(
        .in_sensors({input_fs[0], input_ss[0]}),
        .control({internal_green[0], internal_yellow[0], internal_red[0]}),
        .out_lights({output_green[0], output_yellow[0], output_red[0]}),
        .out_sensors({internal_fs[0], internal_ss[0]})
    );
    traffic_light T2(
        .in_sensors({input_fs[1], input_ss[1]}),
        .control({internal_green[1], internal_yellow[1], internal_red[1]}),
        .out_lights({output_green[1], output_yellow[1], output_red[1]}),
        .out_sensors({internal_fs[1], internal_ss[1]})
    );
    traffic_light T3(
        .in_sensors({input_fs[2], input_ss[2]}),
        .control({internal_green[2], internal_yellow[2], internal_red[2]}),
        .out_lights({output_green[2], output_yellow[2], output_red[2]}),
        .out_sensors({internal_fs[2], internal_ss[2]})
    );
    traffic_light T4(
        .in_sensors({input_fs[3], input_ss[3]}),
        .control({internal_green[3], internal_yellow[3], internal_red[3]}),
        .out_lights({output_green[3], output_yellow[3], output_red[3]}),
        .out_sensors({internal_fs[3], internal_ss[3]})
    );
endmodule
File: flow/constraint.sdc
current_design traffic_system

set clk_period 3.4
set clk_io_pct 0.2

create_clock -name clk0 -period $clk_period [get_ports {clk}]

set non_clock_inputs [all_inputs -no_clocks]
set_input_delay [expr $clk_period * $clk_io_pct] -clock clk0 $non_clock_inputs
set_output_delay [expr $clk_period * $clk_io_pct] -clock clk0 [all_outputs]
File: flow/run.sh
#!/bin/bash
# OpenROAD 26Q1-2900-gdf79404cd8, Yosys 0.63+post, stock flow scripts
make -C /OpenROAD-flow-scripts/flow DESIGN_CONFIG=/design/flow/config.mk WORK_HOME=/design/flow/orfs finish
==> Changelog: implementation <==
## Flow update

- Status: finished clean
- CTS sink cnt: 29
- First-pass GRT wire length: 4510 um
- Vias in the first global route: just under 1k
- Fmax: 0.499 GHz
- Post-route cell area: 0.00173 mm2
- Tool warnings: 27
- Crit path from: input_ss[1]
- Final hold vios: 0
- Ao+oa area frac: 0.164
- Area Overhead vs Synth: 15.8%
- DRT antenna net count: 0
- Hold_buf cts: 0
- Max VDD drop: between 0.2 and 0.3 mV
- MUX share of area: 0
- Final slew viol count: 0
- Async S/R FF share, synth: 1.00
- CTS tree: done
- Combinational Power Share: 0.045
- Total negative slack: 0 ns
- CP Class: in2reg
- Synth Area in Adders: 0.0335
- H-tree levels: 2
- GP Congestion: roughly 0.84
- Die width: 72.6 um
- Yosys simple share: 0.173
- Mapped cell area: about 0.0015 mm2
- P_sw: ~140 uW
- Worst Tran Pin Value: 0.711 ns
- Slowest-stage cell, CP: clkdlybuf4s50_1
- Xor/xnor share: 0.0234
- Warnings from Yosys: 1
- Post-route minimum period: between 2 and 2.5 ns
- Share of layout cells above drive strength 1: 0.155
- Slew Limit Headroom: 0.522
- Yosys reg bits: 29
- Int Pwr: 499 uW
- Syn_area_per_cell: between 10 and 15 um2
- Startpoint Class: primary input
- FF-to-FF Start: lightControllerInst.current_state[1]
- Unique cell types: about 44
- Clock group share of total power: 0.414
- FF-to-FF path depth: 4
- Number of top-level pins: 22
- Max-capacitance violation count: 0
- Row cnt: 25
- CP top delay family: AND-OR/OR-AND gates
- DRT Pass-1 Iters: 4
- GRT Overall Usage: 0.112
- Final Cycle Share: 0.589
- First DRT Iteration DRCs: around 77
- Ys flop type: dfrtp_1
- Cells resized by post-CTS repair: 0
- CP required: 3.62 ns
- Vias per cell: ~4.7
- CTS root buffer: clkbuf_8
- Initial Util: 0.314
- Most numerous logic cells after layout: dfrtp_1, clkdlybuf4s50_1, nor2_1
- Die Ht: about 73 um
- Sequential share of power: 0.541
- Port Buffers: 21
- Area of the core: 0.00475 mm2
- Flip-flops with a built-in enable: 0
- Comb area leader: simple AND/OR/NAND/NOR gates
- R2R Setup Slk: between 1.5 and 2 ns
- Largest net degree at the start of global routing: 30
- Via Count: 1005
- Clock latency (worst-skew pair): between 0.2 and 0.3 ns
- Sequence of cells on the critical path: clkdlybuf4s50_1 > nor2b_1 > a2111oi_0 > a41o_1 > o211a_1
- CP max FO: 6
- Min-delay worst type: reg2reg
- Pwr/cell area: ~370 mW/mm2
- Crit path to: lightControllerInst.bouns
- Final setup vio count: 0
- Stages on worst setup path: 5
- Critical Path AT: 2.22 ns
- Routed wire length: around 2600 um
- Post-CTS setup buffer count: 0
- Seq share, synth: 0.490
- Most used logic cell in the final layout: dfrtp_1
- Initial antenna violation count: 0
- Drt drc: 0
- Slowest Stage Delay on Critical Path: around 0.58 ns
- Total leakage power: roughly 0.0007 uW
- Critical path endpoint category: register
- # Cells Yosys: approximately 140
- RSZ-0062 raised after global routing: no
- Post-placement cell area: between 0.0015 and 0.002 mm2
- Crit path buf inv count: 1
- TritonCTS buffer count: 5
- Antenna diode count: 0
- Remaining global-route overflow: 0
- R2R Path End: lightControllerInst.bouns
- Worst-case clock buffer depth: 2
- Chip Area, Yosys: between 0.001 and 0.0015 mm2
- DPL Wire Length: around 1900 um
- Reg clk slew, reported paths: about 0.06 ns
- Setup Skew: 0.00571 ns
- Drt wl/cell: ~12 um
- Sw Ratio: 0.219
- Synth Instances: 143
- Chip area: about 0.0053 mm2
synthesized netlist by cell type, types with 2 or more instances:
cell      instances  area [um2]
nor3_1            4        20.0
nor2_1           14        52.6
ha_1              4        50.1
nor2b_1           4        25.0
o21a_1            2        15.0
clkbuf_1          8        30.0
a22o_1            6        52.6
dfstp_2           5         131
a21oi_1           4        20.0
nor4_2            3        37.5
nand2b_1          2        12.5
buf_4            12        90.1
o21ai_0           2        10.0
o211ai_1          3        22.5
buf_2             4        20.0
dfrtp_1          24         601
inv_1             5        18.8
nand3_1           2        10.0
a32oi_1           2        17.5
nand2_1           7        26.3
xnor2_1           2        17.5
xor2_1            2        17.5
registers in the layout (all words and copies together), names as in the netlist:
name	flops
lightControllerInst.green	4
lightControllerInst.yellow_count	2
lightControllerInst.yellow	4
lightControllerInst.red	4
lightControllerInst.bouns	1
lightControllerInst.current_state	8
lightControllerInst.green_count	6
layer usage:
layer | GRT usage | wire, um | vias up
met5 | 0 | 0 | -
met4 | 0.0218 | 40 | 0
met3 | 0.0294 | 98 | 6
met2 | 0.170 | 1190 | 18
met1 | 0.166 | 1290 | 483
li1 | - | - | 498
cell type report:
class / count / area, um2
fillers: 459 / 3020
inverters: 6 / 22.5
repair buffers: 22 / 218
flip-flops and latches: 29 / 732
well taps: 67 / 83.8
multi-input cells: 83 / 589
clock inverters: 3 / 17.5
clock buffers: 5 / 68.8
power groups by stage:
stage	Sequential [uW]	Clock [uW]	Combinational, uW
CTS	345	272	28.8
global route	345	290	31.8
finish	346	264	28.4
worst min path at each step:
stage	endpoint	slack [ns]	from	cells past startpoint
finish	lightControllerInst.green[0]	0.43	lightControllerInst.current_state[0]	0
global route	lightControllerInst.green[0]	0.43	lightControllerInst.current_state[0]	0
CTS	lightControllerInst.green[0]	0.43	lightControllerInst.current_state[0]	0
metrics by stage:
stage	util	setup slack (ns)	std cells	hold slack (ns)	power, uW
finish	0.364	1.40	215	0.425	638
global route	0.364	1.23	215	0.431	667
CTS	0.364	1.35	215	0.428	646
detailed placement	0.346	1.05	207	0.423	380
global placement	0.346	1.10	207	0.417	379
floorplan	-	1.69	143	0.384	358
logic make-up after synthesis:
logic type,Yosys count
and+or+nand+nor,44
AOI/OAI and AO/OA,31
buffers and inverters,31
DFF,29
xor gates and xnor gates,4
adders and majority gates,4
worst reg2reg max path: stages (launching register included):
cell and delay, ns:
dfrtp_1 0.59, or4b_4 0.52, a221oi_2 0.25, a21oi_1 0.07
o211a_1 0.12
No activity file was given, so power comes from the tool's default toggle rates.
